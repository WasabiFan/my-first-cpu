$ cat design/flow/config.mk
export PLATFORM = sky130hd
export DESIGN_NAME = seg7_hex
export DESIGN_NICKNAME = seg7_hex
export VERILOG_FILES = /design/flow/design.v
export SDC_FILE = /design/flow/constraint.sdc
export NUM_CORES = 4
export LEC_CHECK = 1
export CORE_AREA = 10 10 70 70
export DIE_AREA = 0 0 80 80
$ cat design/flow/constraint.sdc
current_design seg7_hex

set clk_period 1.4
set clk_io_pct 0.2

create_clock -name clk0 -period $clk_period

set non_clock_inputs [all_inputs -no_clocks]
set_input_delay [expr $clk_period * $clk_io_pct] -clock clk0 $non_clock_inputs
set_output_delay [expr $clk_period * $clk_io_pct] -clock clk0 [all_outputs]
$ cat design/flow/design.v
module seg7_hex (bcd, leds);
   input  logic [3:0] bcd;
   output logic [6:0] leds;
   logic [6:0] leds_inv;
   assign leds = ~leds_inv;
   always_comb
      case (bcd)
         4'b0000: leds_inv = 7'b0111111;  
         4'b0001: leds_inv = 7'b0000110;  
         4'b0010: leds_inv = 7'b1011011;  
         4'b0011: leds_inv = 7'b1001111;  
         4'b0100: leds_inv = 7'b1100110;  
         4'b0101: leds_inv = 7'b1101101;  
         4'b0110: leds_inv = 7'b1111101;  
         4'b0111: leds_inv = 7'b0000111;  
         4'b1000: leds_inv = 7'b1111111;  
         4'b1001: leds_inv = 7'b1101111;  
         4'b1010: leds_inv = 7'b1110111;  
         4'b1011: leds_inv = 7'b1111100;  
         4'b1100: leds_inv = 7'b0111001;  
         4'b1101: leds_inv = 7'b1011110;  
         4'b1110: leds_inv = 7'b1111001;  
         4'b1111: leds_inv = 7'b1110001;  
         default: leds_inv = 7'bX;
      endcase
endmodule
$ cat design/flow/run.sh
#!/bin/bash
# OpenROAD 26Q1-2900-gdf79404cd8, Yosys 0.63+post, stock flow scripts
make -C /OpenROAD-flow-scripts/flow DESIGN_CONFIG=/design/flow/config.mk WORK_HOME=/design/flow/orfs finish
==> GITHUB_STEP_SUMMARY <==
## Implementation flow summary

| Metric | Value |
|---|---|
| Internal power | `0.104 mW` |
| Fin crit period | `1540 ps` |
| Post-layout period usage of the worst path | `110%` |
| DRT Pass-1 Iters | `3` |
| WP data required | `1120 ps` |
| Final wirelength | `996 µm` |
| Synth Area per Inst | `8.15 µm²` |
| Maximum vdd drop | `0.0511 mV` |
| CP Capture Type | `output port` |
| Relative slew slack | `85.0%` |
| First-pass GRT wire length | `1570 µm` |
| Pin count of the biggest net entering global routing | `7` |
| Fp_density | `7.40%` |
| Slew @ Worst Pin | `225 ps` |
| Share of layout cells above drive strength 1 | `78.9%` |
| GRT overflow | `0` |
| Hold crit path type | `in2out` |
| Wire per inst | `9.67 µm` |
| All-layer global routing usage | `2.87%` |
| Tool Warnings | `39` |
| Worst Setup Start Kind | `primary input` |
| CTS Hold Buffers Added | `0` |
| Max-area cell share | `29.7%` |
| Status | `complete, but fails checks` |
| Synth cell types | `17` |
| Die width | `80 µm` |
| PwrDens | `269 nW/µm²` |
| Seq pwr share | `0%` |
| Fmax | `649 MHz` |
| Clk_buf instances | `0` |
| Area Overhead vs Synth | `158%` |
| Placed insts | `98` |
| Top cells by area | `ha_1, mux4_1, mux2i_1` |
| Antenna cells | `0` |
| Detailed-route via count | `311` |
| Post-synth area from yosys stat | `253 µm²` |
| Combinational power share | `100.0%` |
| Core area | `3420 µm²` |
| Num ports | `11` |
| Final Hold Fails | `0` |
| Crit-path max FO | `4` |
| Clock network power share | `0%` |
| Antenna-violating nets left | `0` |
| Die Height | `80 µm` |
| RSZ-0062 raised after global routing | `yes` |
| Pre-CTS setup slack | `-1010 ps` |
| Seq_cells | `0` |
| Row cnt | `21` |
| Flop area | `0 µm²` |
| Hold depth | `4` |
| Top Layout Cells | `buf_4, buf_2, ha_4` |
| Max-cap violations | `0` |
| Net Sw Frac | `40.5%` |
| Crit-path cells | `buf_8 -> inv_8 -> ha_4 -> inv_2 -> mux4_2 -> buf_2` |
| Yosys warns | `1` |
| Post-synthesis sequential area ratio | `0%` |
| Filler cells | `373` |
| Dominant logic cell type in the layout | `buf_4` |
| Psw | `0.0711 mW` |
| Failing checks | `setup timing` |
| Via/cell ratio | `3.02` |
| Post-DP HPWL | `679 µm` |
| Synth Instances | `31` |
| Final worst slack | `-140 ps` |
| Post-Synthesis Cell Area | `253 µm²` |
| Type of the worst setup path | `in2out` |
| DRC Markers | `0` |
| Final cell count without fillers | `103` |
| Cell total in the yosys stat output | `31` |
| GPL Wtd Cong | `0.763` |
| Initial antenna violation count | `0` |
| DRT iter0 DRCs | `14` |
| Leak | `0.276 nW` |
| Total power | `0.175 mW` |
| Critical Path AT | `1260 ps` |
| Yosys top cell by area | `ha_1` |
| Die Size | `6400 µm²` |
| Slowest stage delay, CP | `440 ps` |
| Crit-path slowest cell | `mux4_2` |
| Final setup violation count | `5` |
| PortBufs | `11` |
| Final Max Tran Viols | `0` |
| Vias in the first global route | `321` |
## area by class of cell
type               count  area (µm²)  area share [%]
inverters              3        26.3            4.02
repair buffers        28         233            35.6
multi-input cells     26         337            51.5
well taps             46        57.6            8.81
## cells by family after synthesis
group           share of synthesized area (%)
buf+inv                                  10.9
simple gates                             22.3
mux                                      18.3
fa+ha+maj                                29.7
compound gates                           18.8
## power by group through the flow
stage / clock (mW) / sequential, mW / combinational [mW]
4_1_cts: 0 / 0 / 0.161
5_1_grt: 0 / 0 / 0.194
6_report: 0 / 0 / 0.175
## metrics by stage
| stage | area (µm²) | TNS (ps) | utilization, % | hold slack [ps] |
|---|---|---|---|---|
| floorplan | 253 | 0 | - | 660 |
| finish | 653 | -335 | 19.1 | 989 |
| CTS | 616 | -382 | 18.0 | 1010 |
| detailed placement | 494 | -6360 | 14.5 | 1720 |
| global placement | 494 | -6130 | 14.5 | 1710 |
| global route | 653 | -571 | 19.1 | 1040 |
## critical path, delay by kind of cell
family	cells	cell delay (ps)
multiplexers	1	440
buffers and inverters	4	290
adder cells (fa/ha/maj)	1	250
## routing by layer
layer	vias up	part of all wire [%]	GRT usage (%)
met1	140	47	3.97
met3	0	14	1.48
li1	162	-	-
met4	0	0	0
met5	-	0	0
met2	9	38	4.09
## final timing paths
kind                  startpoint      end  slack, ps
worst max-delay path      bcd[1]  leds[3]       -140
worst min-delay path      bcd[0]  leds[1]        990
## timing repair
action	CTS	global route
setup buffers	3	2
gates resized	73	4
pin swaps	6	6
endpoints found under the setup margin	7	5
## cell usage after synthesis (2+ instances only)
cell type  instances
nor2b_1            2
nand2_1            3
mux2i_1            2
ha_1               6
inv_1              3
a22o_1             2
nor2_1             3
Power and IR drop assume default switching activity.
